<file path="flow/design.v">
`timescale 1ns / 1ps
module BCD_to_7seg(
input en, input [1:0]count,
input [3:0] num, input sign,
output reg [6:0] segments,
output reg [3:0] anode_active);
always @ (*) begin
    if(en) begin
    case(count)
    0: anode_active = 4'b1110;
    1: anode_active = 4'b1101;
    2: anode_active = 4'b1011;
    3: if(sign) anode_active = 4'b0111;
    else
    anode_active = 4'b1111;
    endcase
    end 
    else begin
        anode_active = 4'b1111;
    end
if (count < 3)
begin 
 case(num)
0: segments =7'b0000001;
1: segments =7'b1001111;
2: segments =7'b0010010;
3: segments =7'b0000110;
4: segments =7'b1001100;
5: segments =7'b0100100;
6: segments =7'b0100000;
7: segments =7'b0001111;
8: segments =7'b0000000;
9: segments =7'b0000100;
default: segments = 7'd0;
endcase
end
else
begin
case (sign)
0: segments =7'b1111111;  
1: segments =7'b1111110;  
default: segments = 7'd0;
endcase
end
end
endmodule
`timescale 1ns / 1ps
module CU(input clk,input BTNL, input BTNR,
input BTNC, output sel_1,output sel_2, output reg load);
wire clk_out;
clk_divider #(50_000) clkdiv(.clk(clk), .rst(1'b0), .clk_out(clk_out));
reg [1:0]counter;
initial begin counter = 2'b00; end
  reg updown;
  reg en;
  always @ (posedge clk_out) begin
  load <= BTNC;
  end
 always @(posedge clk_out ) begin
 if (BTNL & ~BTNR) begin
 if (counter<2)
 counter = counter + 1;
 end
 else if (BTNR & ~BTNL) begin
 if(counter>0)
 counter=counter-1;
 end
else
begin
counter <=counter;
end
 end
 assign {sel_1,sel_2}=counter;
endmodule
`timescale 1ns / 1ps
module Top_module(input clk, input BTNC, input BTNL, input BTNR, input [7:0] MP,input [7:0] MC, output  done, output [6:0] segments, output [3:0]anode_active);
wire bright;
wire bleft;
wire bcenter;
pushbutton_detect center_pb ( .clk(clk), .in(BTNC), .out(bcenter));
pushbutton_detect right_pb ( .clk(clk), .in(BTNR), .out(bright));
pushbutton_detect left_pb ( .clk(clk), .in(BTNL), .out(bleft));
wire load_int;
wire [15:0] product;
wire zflag; 
wire sign;
multiplier multiply ( .MP(MP) ,.MC(MC),.clk(clk),.load(load_int), .sign(sign), .zero_flag(zflag), .done(done), .product(product));  
wire s1;
wire s2;
assign select1 = s1;
assign select2 = s2;
CU control( .clk(clk), .BTNL(bleft),  .BTNR(bright),  .BTNC(bcenter), .sel_1(s1), .sel_2(s2), .load(load_int));  
wire [19:0] BCD_product;
bin_to_BCD BCD (.bin(product), .bcd_output(BCD_product));  
reg [3:0] digit_1;
reg [3:0] digit_2;
reg [3:0] digit_3;
always @ (*) begin
case ({s1,s2})
0: begin  
digit_1 = BCD_product [3:0];
digit_2 = BCD_product [7:4];
digit_3 = BCD_product [11:8];
end
1: begin
digit_1 = BCD_product [7:4];
digit_2 = BCD_product [11:8];
digit_3 = BCD_product [15:12];
end 
2: begin
digit_1 = BCD_product [11:8];
digit_2 = BCD_product [15:12];
digit_3 = BCD_product [19:16];
end 
default: begin
digit_1 = BCD_product [3:0];
digit_2 = BCD_product [7:4];
digit_3 = BCD_product [11:8];
end
endcase
end
wire const_zero;
assign const_zero = 1'b0;
wire clk_out;
clk_divider #(250_000) clk_inst( .clk(clk), .rst(const_zero),.clk_out(clk_out));
wire const_one;
assign const_one = 1'b1; 
wire [1:0]dis_sel;
bin_counter #( 2, 3) count_dis (.clk(clk_out), .reset(const_zero), .enable(const_one), .count(dis_sel));
reg [3:0] num;
always @ (*) begin
case (count)
0: num = digit_1 ;
1: num = digit_2;
2: num = digit_3;
default: num = 4'b0;
endcase
end
wire [1:0]count;
bin_counter #( 2, 4) counter (.clk(clk_out), .reset(const_zero), .enable(const_one), .count(count));
BCD_to_7seg segment(.en(done), .count(count), .num(num), .sign(sign), .segments(segments),.anode_active(anode_active)); 
endmodule 
`timescale 1ns / 1ps
module bin_counter #(parameter x = 3, parameter n=8)
(input clk, reset, enable, output reg [x-1:0]count);
initial begin count = 0; end
always @(posedge clk, posedge reset) begin
 if (reset) begin
    count <= 0; 
 end
  else if(enable) begin
 if(count == n-1)begin
     count <= 0;
    end
  else begin
    count <= count +1;
        end
    end
 end
endmodule
`timescale 1ns / 1ps
module bin_to_BCD (
    input [15:0] bin,
    output reg [19:0] bcd_output
);
  integer i, j;
  reg [20:0] BCD;
  always @* begin
    BCD = 21'b000_0000_0000_0000_0000_0000;
    BCD[15:0] = bin;
    for (i = 0; i <= 12; i = i + 1)
      for (j = 0; j <= i / 3; j = j + 1)
        if (BCD[16 - i + 4 * j -: 4] > 4)
          BCD[16 - i + 4 * j -: 4] = BCD[16 - i + 4 * j -: 4] + 4'd3;
  end
  always @* begin
    bcd_output = BCD[19:0];
  end
endmodule
`timescale 1ns / 1ps
module clk_divider #(parameter n = 50_000_000)
(input clk, rst, output reg clk_out);
wire [31:0] count;
initial begin clk_out =0; end
bin_counter #(32,n) C1(.clk(clk), .reset(rst), .enable(1'b1),.count(count));
always @ (posedge clk, posedge rst) begin
if (rst)  
clk_out <= 0;
else if (count == n-1)
clk_out <= ~ clk_out;
end
endmodule
`timescale 1ns / 1ps
module debouncer(input clk, rst, in, output out);
reg q1,q2,q3;
initial begin q1 = 0; q2 = 0; q3 = 0; end
always@(posedge clk, posedge rst) begin
 if(rst) begin
 q1 <= 0;
 q2 <= 0;
 q3 <= 0;
 end
 else begin
 q1 <= in;
 q2 <= q1;
 q3 <= q2;
 end
end
assign out = (rst) ? 0 : q1&q2&q3;
endmodule
module multiplier(
    input  [7:0] MP,
    input [7:0]MC,
    input clk,
    input load, 
    output  sign,
    output   zero_flag,
    output   done,
    output reg  [15:0] product
    );
wire [7:0] MP_middle;
wire [7:0] MC_middle;
assign MP_middle = (MP[7] == 1'b1)? ~MP+1: MP;
assign MC_middle = (MC[7] == 1'b1)? ~MC+1:MC;
reg [15:0]Shift_Left;
reg [7:0]Shift_Right;
reg done_flag;
initial 
begin
Shift_Left =16'b0;
Shift_Right =8'b1;
product=16'b0;
done_flag = 0;
end
always @(posedge clk ) begin
if(load)
begin
Shift_Left <={8'd0,MC_middle};
Shift_Right<=MP_middle;
product=0;
done_flag  = 1;
end
else if(~zero_flag)
begin
Shift_Left <=Shift_Left <<1;
Shift_Right <=Shift_Right >>1;
if(b0) begin
product <=product +Shift_Left; 
end
else begin
product <=product; 
end
end
end
assign zero_flag=!Shift_Right;   
assign b0=Shift_Right[0];
assign sign = (MC[7]^MP[7])&& product;
assign done = zero_flag && done_flag ;
endmodule
`timescale 1ns / 1ps
module pushbutton_detect(input clk, in, output out);
wire w1, w2, clk_out, const_zero;
assign const_zero = 1'b0;
clk_divider #(50_000) new_clk(.clk(clk),.rst(const_zero),.clk_out(clk_out));
debouncer debounce(.clk(clk_out), .rst(const_zero),.in(in),.out(w1));
synchronizer sync(.SIG(w1),.clk(clk_out),.SIG1(w2));
rising_egde_detect posedg(.clk(clk_out),.rst(const_zero),.x(w2),.z(out));
endmodule
`timescale 1ns / 1ps
module rising_egde_detect(input clk, rst, x, output z );
reg [1:0] state;
reg [1:0] next_state;
localparam  [1:0] A=2'b00,B=2'b01,C=2'b10;
always @ (*) begin
case (state)
A:if(x==0) 
next_state = A;
else 
next_state = B;
B:if(x==0) 
next_state = A;
else 
next_state = C;
C:if(x==0) 
next_state = A;
else 
next_state = C;
default: next_state = A;
endcase
end 
always @(posedge clk or posedge rst) begin 
if(rst)
state <= A;
else 
state <=next_state ;
end
assign z = (state == B);
endmodule
`timescale 1ns / 1ps
module synchronizer(input SIG, clk, output reg SIG1);
reg META;
initial begin META = 0; SIG1 = 0; end
always @ (posedge clk) begin
META<= SIG;
SIG1<= META;
end
endmodule
</file>
<file path="flow/run.sh">
#!/bin/bash
# OpenROAD 26Q1-2900-gdf79404cd8, Yosys 0.63+post, stock flow scripts
make -C /OpenROAD-flow-scripts/flow DESIGN_CONFIG=/design/flow/config.mk WORK_HOME=/design/flow/orfs finish
</file>
<file path="flow/config.mk">
export PLATFORM = sky130hd
export DESIGN_NAME = Top_module
export DESIGN_NICKNAME = Top_module
export VERILOG_FILES = /design/flow/design.v
export SDC_FILE = /design/flow/constraint.sdc
export NUM_CORES = 4
export LEC_CHECK = 1
export CORE_UTILIZATION = 40
</file>
<file path="flow/constraint.sdc">
current_design Top_module

set clk_period 16.9
set clk_io_pct 0.2

create_clock -name clk0 -period $clk_period [get_ports {clk}]

set non_clock_inputs [all_inputs -no_clocks]
set_input_delay [expr $clk_period * $clk_io_pct] -clock clk0 $non_clock_inputs
set_output_delay [expr $clk_period * $clk_io_pct] -clock clk0 [all_outputs]
</file>
==> impl_metrics.json <==
{
  "status": "completed",
  "ys_warn_count": 17,
  "antenna_cells_inserted": 0,
  "grt_first_pass_wirelength_um": 56000,
  "hold_viol_final": 0,
  "crit_arrival_ns": 12.34,
  "fp-utilization_pct": 40.6,
  "finClkSkew_ns": 0.0169,
  "placed_cells": 2320,
  "untimed_endpoints": 29,
  "insertion_delay_ns": 0.51,
  "syn_area_um2": 15700,
  "postSynthCellCount": 1821,
  "yosys_cells": 1821,
  "cts_made_buffers": 23,
  "path_class": "flip-flop to output port",
  "yosys_most_used_dff": "dfxtp_1",
  "drive_gt1_share_pct": 7.90,
  "chipWidth_um": 200,
  "crit_path_end_kind": "output port",
  "rows": 72,
  "syn_area_per_cell_um2": 8.61,
  "overflow": 0,
  "slew_viol_final": 0,
  "hp-class": "flip-flop to flip-flop",
  "start_kind": "flip-flop",
  "io_buffers": 31,
  "post-route-period-util_pct": 93.0,
  "core_area_um2": 38600,
  "flop_area_um2": 4890,
  "cts-root-buf": "clkbuf_16",
  "async_reset_ff_share_pct": 0,
  "gp_congestion": 0.879,
  "cts_max_level": 1,
  "layout_top_cell": "dfxtp_1",
  "dr.pass1.iters": 5,
  "unclocked_regs": 26,
  "via_per_inst": 5.39,
  "cts_tree": "yes",
  "wl_per_cell_um": 13.6,
  "rsz0062_at_grt": "false",
  "crit_top_cell": "ha_1",
  "critPathMaxStageDelay_ns": 0.57,
  "routed_wirelength_um": 32200,
  "setup_tns_ns": 0,
  "cp_max_fo": 18,
  "fillers": 3652,
  "die_y_um": 200,
  "dp_hpwl_um": 23500,
  "drv_cap": 0,
  "warnings": 61,
  "clk_pin_slew_ns": 0.06,
  "vias": 12746,
  "ys_types": 123,
  "grt_max_degree": 51,
  "drcViolationCount": 0,
  "grtUsageTotal_pct": 17.0,
  "grt_pass1_vias": 11788,
  "synth.yosys.chip_area_um2": 15700,
  "area_growth_pct": 9.65,
  "worstPathRequired_ns": 13.52,
  "clockBufferDepth": 3,
  "hold_buffers": 0,
  "most-common-layout-cells": "dfxtp_1 (206), nor2_1 (180), nand2_1 (154), xnor2_1 (127), nand3_1 (92)",
  "antenna_found_initial": 0,
  "combGateArea_um2": 10200,
  "ant_nets": 0,
  "tightest_slew_ns": 0.815,
  "setup_violations": 0,
  "drt_iter0_drc": 713,
  "edf_count": 24,
  "io_pins": 32,
  "numSynthFlops": 232,
  "maxSlewHeadroom_pct": 45.3,
  "period_minus_slack_ns": 15.72,
  "fin_cells": 2366,
  "r2r_setup_slack_ns": 13.29,
  "yosys.stat.seqShare_pct": 31.1,
  "dieArea_um2": 40000,
  "timing.fmax_mhz": 63.6,
  "cpMaxStageDelayCell": "or4_1"
}
==> cell type report <==
cell class / instances / area share [%]
Timing Repair Buffer: 51 / 2.68
Sequential cell: 232 / 28.4
Multi-Input combinational cell: 1447 / 59.4
Inverter: 76 / 1.66
Tap cell: 518 / 3.77
Clock buffer: 26 / 3.59
Clock inverter: 16 / 0.502
==> critical path, delay by kind of cell (launching register included) <==
kind / cells / cell delay [ns]
flip-flops: 1 / 0.49
XOR/XNOR: 2 / 0.38
buffers and inverters: 7 / 1.05
multiplexers: 1 / 0.42
AND-OR/OR-AND: 19 / 4.92
adder cells (fa/ha/maj): 9 / 2.25
AND/OR/NAND/NOR: 10 / 2.32
==> kinds of logic (layout without fill, tap and decap cells) <==
group	Yosys count	in the layout	share of synthesized area [%]
AOI/OAI and AO/OA	348	348	16.9
muxes	77	77	5.40
buffers and inverters	142	169	3.97
adders and majority gates	84	84	6.73
xor gates and xnor gates	203	203	11.8
other	1	1	0.0239
and+or+nand+nor	734	734	24.0
DFF	232	232	31.1
==> stage by stage <==
| step | utilization (%) | hold slack [ns] | setup WS (ns) | instance area, um^2 |
|---|---|---|---|---|
| 6_report | 44.5 | 0.457 | 1.18 | 17200 |
| 5_1_grt | 44.5 | 0.477 | 0.0774 | 17200 |
| 4_1_cts | 44.3 | 0.457 | 0.210 | 17100 |
| 3_5_place_dp | 42.5 | 0.446 | 0.790 | 16400 |
| 3_3_place_gp | 42.5 | 0.433 | 1.08 | 16400 |
| 2_1_floorplan | - | 0.418 | 2.81 | 15700 |
==> cell usage after synthesis, types with 19 or more instances <==
| cell type | count | area share, % |
|---|---|---|
| nand2b_1 | 19 | 0.76 |
| nor2_1 | 181 | 4.3 |
| nor3_1 | 47 | 1.5 |
| and3_1 | 45 | 1.8 |
| clkbuf_1 | 42 | 1.0 |
| nand4_1 | 39 | 1.6 |
| nor4_1 | 45 | 1.8 |
| mux2i_1 | 52 | 3.3 |
| ha_1 | 82 | 6.5 |
| nand2_1 | 155 | 3.7 |
| edfxtp_1 | 24 | 4.6 |
| inv_1 | 73 | 1.7 |
| o211ai_1 | 19 | 0.91 |
| o21ai_0 | 42 | 1.3 |
| xor2_1 | 70 | 3.9 |
| xnor2_1 | 127 | 7.1 |
| a21oi_1 | 73 | 2.3 |
| dfxtp_1 | 208 | 27 |
| nor2b_1 | 25 | 1.0 |
| nand3_1 | 92 | 2.9 |
==> layer usage <==
| layer | part of all wire [%] | wire (um) | global-route usage [%] | vias to the layer above |
|---|---|---|---|---|
| met3 | 3.0 | 953 | 1.59 | 35 |
| met4 | 2.5 | 808 | 3.87 | 0 |
| met5 | 0 | 0 | 0 | - |
| met1 | 49 | 15900 | 25.2 | 5886 |
| li1 | - | - | - | 6640 |
| met2 | 45 | 14500 | 27.3 | 185 |
==> sequential cells by signal, indices dropped and copies added, names as in the netlist, 8 cells and up <==
| name | cells |
|---|---|
| center_pb.new_clk.C1.count | 32 |
| clk_inst.C1.count | 32 |
| control.clkdiv.C1.count | 32 |
| left_pb.new_clk.C1.count | 32 |
| multiply.Shift_Left | 16 |
| multiply.Shift_Right | 8 |
| multiply.product | 16 |
| right_pb.new_clk.C1.count | 32 |
==> worst paths after layout <==
kind	start	end	cells after the start
worst min-delay path	clk_inst.C1.count[0]	clk_inst.C1.count[0]	1
worst max register to register	multiply.Shift_Left[1]	multiply.product[15]	19
worst min register to register	clk_inst.C1.count[0]	clk_inst.C1.count[0]	1
worst max-delay path	multiply.product[14]	segments[0]	48
==> repair_timing <==
action / 4_1_cts / 5_1_grt
gates resized: 0 / 10
endpoints found under the setup margin: 0 / 7
setup buffers: 0 / 4
